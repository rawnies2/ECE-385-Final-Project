### flow/run.sh
#!/bin/bash
# OpenROAD 26Q1-2900-gdf79404cd8, Yosys 0.63+post, stock flow scripts
make -C /OpenROAD-flow-scripts/flow DESIGN_CONFIG=/design/flow/config.mk WORK_HOME=/design/flow/orfs finish
### flow/design.v
module control (input  logic Clk, Reset, Execute,
                output logic GREEN_EN, RED_EN, YELLOW_EN);
    enum logic [4:0] {RESET, DELAY_R, DELAY_Y, DELAY_G, RED, YELLOW, GREEN, RETURN}   curr_state, next_state;
    logic [31:0] delay_counter;
    always_ff @ (posedge Clk)
    begin
        if (Reset)
            curr_state <= RESET;
        else
            curr_state <= next_state;
    end
    always_ff @ (posedge Clk)
    begin
        next_state  <= curr_state;
        unique case (curr_state)
            RESET :    if (~Execute)
                       next_state <= GREEN;
            GREEN :  begin
							next_state <= DELAY_G;
							delay_counter = 0;
							end
            DELAY_G: if (delay_counter ==  200000000)
                      next_state <= YELLOW;
                      else
                      delay_counter <= delay_counter + 1;
            YELLOW:   next_state <= DELAY_Y;
            DELAY_Y: if (delay_counter == 260000000)
                      next_state <= RED;
                      else
                      delay_counter <= delay_counter + 1;
            RED:      next_state <= DELAY_R;
            DELAY_R: if (delay_counter == 330000000)
                      next_state <= RETURN;
                      else
                      delay_counter <= delay_counter + 1;	
				RETURN: if (Execute)
						  next_state <= GREEN;
						  else
                    next_state <= RESET;
        endcase
        case (curr_state) 
	   	   RESET: ;
	   	   RED, DELAY_R: 
		      begin
                RED_EN = 1'b1;
					 YELLOW_EN = 1'b0;
					 GREEN_EN = 1'b0;
		      end
				YELLOW, DELAY_Y: 
		      begin
                YELLOW_EN = 1'b1;
					 GREEN_EN = 1'b0;
					 RED_EN = 1'b0;
		      end
				GREEN, DELAY_G: 
		      begin
                GREEN_EN = 1'b1;
					 YELLOW_EN = 1'b0;
					 RED_EN = 1'b0;
		      end
	   	   default:   
		      begin 
                GREEN_EN = 1'b0;
					 YELLOW_EN = 1'b0;
					 RED_EN = 1'b0;
		      end
        endcase
    end
endmodule
### flow/config.mk
export PLATFORM = sky130hd
export DESIGN_NAME = control
export DESIGN_NICKNAME = control
export VERILOG_FILES = /design/flow/design.v
export SDC_FILE = /design/flow/constraint.sdc
export NUM_CORES = 4
export LEC_CHECK = 1
export CORE_UTILIZATION = 30
### flow/constraint.sdc
current_design control

set clk_period 5.8
set clk_io_pct 0.2

create_clock -name clk0 -period $clk_period [get_ports {Clk}]

set non_clock_inputs [all_inputs -no_clocks]
set_input_delay [expr $clk_period * $clk_io_pct] -clock clk0 $non_clock_inputs
set_output_delay [expr $clk_period * $clk_io_pct] -clock clk0 [all_outputs]
==> flow_metrics.env <==
# source this file to load flow results
export IMPL_cts_tree="built"
export IMPL_worstPathArrival_ns=2.40
export IMPL_drive_gt1_share_pct=9.09
export IMPL_antenna_found_initial=0
export IMPL_grt_pass1_wl_um=7490
export IMPL_syn_avg_cell_area_um2=10.1
export IMPL_drc=0
export IMPL_comb_power_share_pct=21.3
export IMPL_synthXorXnorAreaFrac_pct=10.5
export IMPL_ctsResizeCount=0
export IMPL_initCoreUtil_pct=30.7
export IMPL_flop_cell="edfxtp_1"
export IMPL_dr_pass1_iters=4
export IMPL_crit_fanout=32
export IMPL_cts_buffers=5
export IMPL_aoi_share_pct=4.08
export IMPL_timing_slew_headroom_pct=62.5
export IMPL_synth_area_mm2=0.00251
export IMPL_report_final_slew_viol_count=0
export IMPL_numSynthFlops=45
export IMPL_p_switching_uw=302
export IMPL_outcome="finished, final reports clean"
export IMPL_fin_crit_sh_pct=41.3
export IMPL_dp_hpwl_um=3030
export IMPL_clock_sinks=45
export IMPL_ant_nets=0
export IMPL_gp_congestion=0.812
export IMPL_cts_max_level=2
export IMPL_fill_cells=830
export IMPL_area_growth_pct=9.31
export IMPL_drt_total_wl_um=4520
export IMPL_grt_max_degree=33
export IMPL_port_buffers=5
export IMPL_wl_per_cell_um=12.6
export IMPL_vias=1747
export IMPL_critPathKind="flop to flop"
export IMPL_dieHeight_um=93.5
export IMPL_io_pins=6
export IMPL_start_kind="flop"
export IMPL_dieArea_mm2=0.00875
export IMPL_grt_pass1_vias=1566
export IMPL_grtUsageTotal_pct=11.1
export IMPL_reg2reg_from="delay_counter[0]"
export IMPL_min_delay_start="curr_state[3]"
export IMPL_cts_hold_buffers=0
export IMPL_rows=33
export IMPL_p_total_uw=922
export IMPL_slowest_delay_ns=0.56
export IMPL_core_mm2=0.00818
export IMPL_power_frac_seq_pct=58.6
export IMPL_synth_cells=249
export IMPL_hold_path_class="flop to flop"
export IMPL_max_freq_ghz=0.418
export IMPL_cts_setup_buffers=0
export IMPL_overflow=0
export IMPL_chipWidth_um=93.5
export IMPL_rsz0062_at_grt="false"
export IMPL_hold_violations=0
export IMPL_crit_start="delay_counter[0]"
export IMPL_synthAdderAreaFrac_pct=0.996
export IMPL_ctsRootBufferMaster="clkbuf_8"
export IMPL_placedInstanceArea_mm2=0.00266
export IMPL_ys_seq_share_pct=49.8
export IMPL_drv_cap=0
export IMPL_yosysWarningCount=1
export IMPL_internal_power_uw=620
export IMPL_warnings=26
export IMPL_skew_ns=0.00781
export IMPL_fin_area_mm2=0.00275
export IMPL_fin_util_pct=33.6
export IMPL_drt_initial_drc_count=102
export IMPL_required_ns=5.81
export IMPL_worstPathCellList="inv_1 > ha_1 > nor2b_1 > nand4_2 > or4_4 > o211a_1 > buf_4"
export IMPL_ys_async_sr_fraction_pct=0
export IMPL_peakVddDrop_mv=0.119
export IMPL_cts_max_path_buffers=2
export IMPL_synth_cell_type_count=45
export IMPL_vias_per_cell=4.88
export IMPL_clkTransAtPathRegs_ns=0.08
export IMPL_yosys_area_mm2=0.00251
export IMPL_p_per_area_mw_per_mm2=336
export IMPL_tns_ns=0
export IMPL_cp_slowest_cell="or4_4"
export IMPL_edf_count=35
export IMPL_max_slew_worst_pin_slew_ns=0.563
export IMPL_synth_stat_cells=249
export IMPL_cp_end_kind="flop"
export IMPL_clock_latency_ns=0.29
export IMPL_synthMuxAreaShare_pct=0
export IMPL_finalSetupViolCount=0
export IMPL_p_sw_share_pct=32.7
export IMPL_clkPwrFrac_pct=20.0
export IMPL_antenna_cells=0
export IMPL_netlist_logic_family_top="simple AND/OR/NAND/NOR gates"
export IMPL_synth_simple_area_share_pct=31.6
export IMPL_leakagePower_nw=0.882
export IMPL_min_period_ns=2.39
-- metal layers --
metal	part of all wire [%]	up-vias	GRT usage [%]	routed length, um
li1	-	909	-	-
met1	52	810	18.4	2360
met2	44	26	16.2	1970
met3	3.5	2	2.15	156
met4	0.75	0	1.15	34
met5	0	-	0	0
-- synthesized netlist by cell type (10+ instances only) --
cell type,instances,area [um^2]
edfxtp_1,35,1050
nand4_1,14,87.6
nand3_1,19,95.1
xor2_1,23,201
dfxtp_1,10,200
nand2_1,15,56.3
nor2_1,37,139
-- placed cells by master, fill, tap and decap left out, types with 3 or more instances in the layout --
cell             netlist  routed
or3_1                  3       3
edfxtp_1              35      35
xnor2_1                7       7
dfxtp_1               10      10
nor4_1                 6       6
nor2b_1                7       7
and3_1                 7       7
nand4_1               14      14
nor3_1                 7       7
inv_1                  7       7
nor2_1                37      37
clkdlybuf4s50_1        0       5
nand3_1               19      19
xor2_1                23      23
nor3_2                 3       3
a21oi_1                7       7
clkbuf_8               0       5
nand2_1               15      15
and4_1                 3       3
-- cell families (layout without fill, tap and decap cells) --
kind of cell             Yosys count  in the layout
buffers and inverters             18             22
AND/OR/NAND/NOR                  138            138
flip-flops                        45             45
XOR/XNOR                          30             30
adder cells (fa/ha/maj)            2              2
AND-OR/OR-AND                     16             16
-- cell type report --
class / instances / area (um^2) / area share [%]
Clock buffer: 7 / 76.3 / 2.78
Clock inverter: 1 / 7.51 / 0.273
Inverter: 7 / 26.3 / 0.957
Multi-Input combinational cell: 186 / 1190 / 43.3
Sequential cell: 45 / 1250 / 45.6
Tap cell: 105 / 131 / 4.78
Timing Repair Buffer: 7 / 65.1 / 2.37
-- worst max-delay path: cells and delay by family, from the launching register on --
kind | cells | cell delay (ns)
AND/OR/NAND/NOR | 3 | 1.02
AND-OR/OR-AND | 1 | 0.14
flip-flops | 1 | 0.44
buffers and inverters | 2 | 0.35
adder cells (fa/ha/maj) | 1 | 0.13
-- power groups by stage --
stage	combinational, mW	clock, mW	sequential, mW
global route	0.224	0.209	0.555
finish	0.197	0.185	0.541
CTS	0.200	0.194	0.541
-- through the flow --
| stage | hold slack, ns | std cells | worst slack (ns) |
|---|---|---|---|
| 3_3_place_gp | 0.372 | 350 | 3.32 |
| 6_report | 0.383 | 358 | 3.41 |
| 3_5_place_dp | 0.368 | 350 | 3.30 |
| 4_1_cts | 0.386 | 358 | 3.40 |
| 5_1_grt | 0.397 | 358 | 3.25 |
| 2_1_floorplan | 0.414 | 249 | 3.43 |
-- final timing paths --
path                                     endpoint  slack (ns)  cells after the start
worst max-delay path            delay_counter[26]        3.41                      7
worst min-delay path                next_state[3]        0.38                      0
worst max register to register  delay_counter[26]        3.41                      7
worst min register to register      next_state[3]        0.38                      0
-- state kept, by name, summed over array words and instances, names as in the netlist --
name,flops
delay_counter,32
GREEN_EN,1
RED_EN,1
curr_state,5
next_state,5
YELLOW_EN,1
Power figures rest on the tool's default switching activity, not on a simulated workload.
