`flow/design.v`:
```
module pedestrianCollision(input [10:0] Car_X_Pos, Car_Y_Pos, Car_Size, man_X_Pos, man_Y_Pos, man_Size,
									input vga_clk,
									output hit_man,
									output [3:0] test_var);
logic [10:0] x_right_edge, y_right_edge, x_left_edge, y_left_edge, x_top_edge, y_top_edge, x_bottom_edge, y_bottom_edge, man_x_right_edge, man_y_right_edge, man_x_left_edge,
					man_y_left_edge, man_x_top_edge, man_y_top_edge, man_x_bottom_edge, man_y_bottom_edge;
logic [10:0] x_center, y_center;
always_comb  
begin
x_center = Car_X_Pos + Car_Size/2;
y_center = Car_Y_Pos + Car_Size/2;
x_right_edge = Car_X_Pos + Car_Size;
y_right_edge = Car_Y_Pos + Car_Size/2;
x_left_edge = Car_X_Pos;
y_left_edge = Car_Y_Pos + Car_Size/2;
x_top_edge = Car_X_Pos + Car_Size/2;
y_top_edge = Car_Y_Pos;
x_bottom_edge = Car_X_Pos + Car_Size/2;
y_bottom_edge = Car_Y_Pos + Car_Size;
man_x_right_edge = man_X_Pos + man_Size;
man_y_right_edge = man_Y_Pos + man_Size/2;
man_x_left_edge = man_X_Pos;
man_y_left_edge = man_Y_Pos + man_Size/2;
man_x_top_edge = man_X_Pos + man_Size/2;
man_y_top_edge = man_Y_Pos;
man_x_bottom_edge = man_X_Pos + man_Size/2;
man_y_bottom_edge = man_Y_Pos + man_Size;
hit_man = 0;
if (358 < y_bottom_edge && y_bottom_edge < 384)
	begin
		if (man_x_left_edge <= x_right_edge && x_right_edge <= man_x_right_edge)
			hit_man = 1;
		else if (man_x_left_edge <= x_left_edge && x_left_edge <= man_x_right_edge)
			hit_man = 1;
	end
else if (358 < y_top_edge && y_top_edge < 384)
	begin
		if (man_x_left_edge <= x_right_edge && x_right_edge <= man_x_right_edge)
			hit_man = 1;
		else if (man_x_left_edge <= x_left_edge && x_left_edge <= man_x_right_edge)
			hit_man = 1;
	end
else if ((358 < y_bottom_edge && y_bottom_edge < 384) && (358 < y_top_edge && y_top_edge < 384))
	begin
		if (man_x_left_edge <= x_right_edge && x_right_edge <= man_x_right_edge)
			hit_man = 1;
		else if (man_x_left_edge <= x_left_edge && x_left_edge <= man_x_right_edge)
			hit_man = 1;
	end
end
always_comb
begin
test_var = 4'b0;
if (x_right_edge == man_x_left_edge)
	test_var[0] = 1;
else if (x_left_edge == man_x_right_edge)
	test_var[1] = 1;
else if (y_top_edge == man_y_bottom_edge)
	test_var[2] = 1;
else if (y_bottom_edge == man_y_top_edge)
	test_var[3] = 1;
end
endmodule
```
`flow/run.sh`:
```
#!/bin/bash
# OpenROAD 26Q1-2900-gdf79404cd8, Yosys 0.63+post, stock flow scripts
make -C /OpenROAD-flow-scripts/flow DESIGN_CONFIG=/design/flow/config.mk WORK_HOME=/design/flow/orfs finish
```
`flow/config.mk`:
```
export PLATFORM = sky130hd
export DESIGN_NAME = pedestrianCollision
export DESIGN_NICKNAME = pedestrianCollision
export VERILOG_FILES = /design/flow/design.v
export SDC_FILE = /design/flow/constraint.sdc
export NUM_CORES = 4
export LEC_CHECK = 1
export CORE_UTILIZATION = 30
```
`flow/constraint.sdc`:
```
current_design pedestrianCollision

set clk_period 8.1
set clk_io_pct 0.2

create_clock -name clk0 -period $clk_period

set non_clock_inputs [all_inputs -no_clocks]
set_input_delay [expr $clk_period * $clk_io_pct] -clock clk0 $non_clock_inputs
set_output_delay [expr $clk_period * $clk_io_pct] -clock clk0 [all_outputs]
```
==> Slide: Implementation Results <==
Key Metrics from the Run

Detailed routing
  • Final ANT Viol Nets: 0
  • Via density per instance: 5.212
  • Drt drc: 0
  • Initial drt markers: 136
  • N_diodes: 0
  • Wire length per cell: 14.80 um
  • Detailed Route WL: 9.164 mm
  • Via Count: 3226
  • Initial DRT Pass Iterations: 5

Synth
  • Simple share: 23.53%
  • Max-area cell share: 29.95%
  • Yosys stat cell total: 413
  • Post-synthesis cell area: 3217 um2
  • Mux share: less than 1%
  • Main logic family: adder cells
  • AND-OR/OR-AND Cells, Area Fraction: 24.31%
  • Top area cell types: ha_1, xnor2_1, xor2_1
  • Mean post-synth cell area: ~7.8 um2
  • Warnings, synthesis: 13
  • Synthesized netlist cell count: 413
  • XOR/XNOR Area Share: 14.59%
  • Seq share, synth: 0%
  • Distinct cells, synth: approximately 57
  • Adder share: between 30% and 40%
  • Leading area contributor after synthesis: ha_1
  • Chip area estimate from yosys synthesis: 3217 um2

Flow run
  • Max cap viols: 0
  • Count of tool warnings: 33

Clock tree
  • Post-CTS Setup Bufs: 0
  • CTS Hold Bufs: 0
  • CTS resizes: 0

STA
  • Final TNS setup: 0 ns
  • Unrepaired setup endpoints after global routing: no
  • Final Hold Vio Count: 0
  • Fin. max-slew vios: 0
  • Least-Margin Pin Slew: between 0.8 and 0.9 ns
  • Crit share post-route: 89.85%
  • Rel. slew slack: between 40% and 50%
  • Min cycle time layout: between 7 and 8 ns
  • Final hold slack: 4.364 ns
  • Achievable Freq: 137.4 MHz
  • Final setup fails: 0

Floorplanning
  • Die height: 105.6 um
  • Core Util at FP: 31.02%
  • Core ar.: 10370 um2
  • Die Wd: 105.6 um
  • IO Count: 72
  • Total die size: 11140 um2
  • Row count: 37

Layout
  • Final cell count without fillers: 619
  • Design area: 4094 um2
  • FF+latch area: 0 um2
  • Flops: 0
  • Layout cells sized above 1: 3.727%
  • Top cell excl fill/tap: ha_1
  • Area growth syn-to-layout: 27.27%
  • Clock buf count: 0
  • Most numerous logic cells after layout: ha_1, clkdlybuf4s50_1, inv_1

Global route
  • First-pass GRT wire length: ~15 mm
  • Vias in the first global route: 2994
  • Total grt overflow: 0
  • Largest net degree at the start of global routing: 9
  • GR Util All Layers: between 10% and 20%
  • Initial antenna violation count: 0

Critical path
  • Setup CP Type: input pin to output pin
  • Critical path fanouts, max: 5
  • Worst Path Arrival: 5.66 ns
  • Worst endpoint required time: 6.48 ns
  • Startpoint types: input pin
  • CP endpoint kind: output pin

Power
  • Tot Pwr: between 0.3 and 0.4 mW
  • Peak VDD IR: 32.34 uV
  • Static Leak: between 1.5 and 2 nW
  • PD cells: around 86 nW/um2

Place
  • Area after DPL: between 4000 and 5000 um2
  • Placed instance count: 619
  • IO Port Bufs: 71
  • Detailed Place HPWL: between 8 and 9 mm
  • RePlAce Congestion: between 0.9 and 1

Worst hold path
  • HP Class: input pin to output pin

Outcome
  • Status: finished clean
[layer usage]
| metal | track usage [%] | part of all wire (%) |
|---|---|---|
| met5 | 0 | 0 |
| met4 | 0 | 0 |
| met3 | 0.5047 | 3.9 |
| met2 | 27.30 | 44 |
| met1 | 26.27 | 52 |
[per-stage QoR]
stage                     setup slack, ns  utilization (%)
after detailed placement           0.8067            39.48
after global placement             0.8270            39.48
after global routing               0.5647            39.48
after floorplan                     2.030                -
after CTS                          0.7949            39.48
final                              0.8218            39.48
[Yosys cell counts (3+ instances only)]
cell type,instances
ha_1,77
inv_1,35
xnor2_1,32
nor2_1,23
a21oi_1,22
nand3_1,19
xor2_1,19
o21ai_0,15
nand2_1,14
nor2b_1,14
nor3_1,14
a21o_1,11
nand4_1,8
nor4_1,8
and3_1,7
o21a_1,7
o2111ai_1,6
or2_2,6
a2111oi_0,5
nand2b_1,5
o211ai_1,5
o31a_1,5
a31o_2,4
fa_1,4
or4_1,4
a211oi_1,3
a311oi_1,3
nor4b_1,3
[kinds of logic after synthesis]
family,after synthesis
adder cells (fa/ha/maj),82
AND-OR/OR-AND,106
AND/OR/NAND/NOR,135
XOR/XNOR,52
buffers and inverters,36
multiplexers,2
[where the power goes]
group	total (mW)	internal (mW)	switching, mW
registers	0	0	0
clock network	0	0	0
logic	0.352	0.169	0.182
total	0.352	0.169	0.182
[worst max-delay path, cell delays in order]
cell and delay [ns]:
clkdlybuf4s50_1 0.46, ha_1 0.23, inv_1 0.07, fa_1 0.25, nor2b_4 0.06, o31a_1 0.30, o311ai_4 0.33, a21oi_2 0.10
or4_1 0.47, and3_4 0.20, inv_1 0.05, ha_1 0.12, nand4_1 0.14, o32a_1 0.39, a2111oi_2 0.20, a22o_1 0.20
clkdlybuf4s50_1 0.45
[path summary, 6_finish.rpt]
path,slack (ns),endpoint,cells after the start,startpoint
worst max-delay path,0.82,hit_man,17,Car_Size[0]
worst min-delay path,4.36,test_var[3],5,man_Y_Pos[10]
[area by class of cell]
type               count  area [um2]
multi-input cells    377        3082
well taps            136       170.2
repair buffers        71       710.7
inverters             35       131.4
fillers             1065        6276
Power figures rest on the tool's default switching activity, not on a simulated workload.
